==> /design/flow/design.v <==
`timescale 1ns / 1ps
module Anode_Generator(clk, bcd_in, seg_anode, bcd_val);
input clk;
input [15:0] bcd_in;
output reg [3:0] seg_anode = 4'b1110;   
output reg [3:0] bcd_val = 4'd0;
reg [9:0] g_count = 10'd0;
always@(posedge clk)
    begin
        g_count <= g_count+1;   
        if (g_count == 10'd1023) begin
            seg_anode <= {seg_anode[0], seg_anode[3:1]};
            case (seg_anode)
                4'b1101: bcd_val <= bcd_in[3:0];
                4'b1011: bcd_val <= bcd_in[7:4];
                4'b0111: bcd_val <= bcd_in[11:8];
                4'b1110: bcd_val <= bcd_in[15:12];
            endcase
        end
end
endmodule
`timescale 1ns / 1ps
module BCD_7_Segment(   
    input wire [3:0] data_in,
    output reg [6:0] seg
);
    always @(*)   
    begin
        case(data_in)   
            0: seg = 7'b1000000;
            1: seg = 7'b1111001;
            2: seg = 7'b0100100;
            3: seg = 7'b0110000;
            4: seg = 7'b0011001;
            5: seg = 7'b0010010;
            6: seg = 7'b0000010;
            7: seg = 7'b1111000;
            8: seg = 7'b0000000;
            9: seg = 7'b0010000;
        endcase
    end
endmodule
`timescale 1ns / 1ps
module Multi_Digit_7_Segment_Display_Driver(clk, bcd_in, seg_anode, seg_cathode);
input clk;
input [15:0] bcd_in;
output [3:0] seg_anode;
output [6:0] seg_cathode;
wire [3:0] bcd_val;
Anode_Generator Anode(.clk(clk), .bcd_in(bcd_in), .seg_anode(seg_anode), .bcd_val(bcd_val));
BCD_7_Segment Cathode(.data_in(bcd_val), .seg(seg_cathode));
endmodule
==> /design/flow/run.sh <==
#!/bin/bash
# OpenROAD 26Q1-2900-gdf79404cd8, Yosys 0.63+post, stock flow scripts
make -C /OpenROAD-flow-scripts/flow DESIGN_CONFIG=/design/flow/config.mk WORK_HOME=/design/flow/orfs finish
==> /design/flow/config.mk <==
export PLATFORM = sky130hd
export DESIGN_NAME = Multi_Digit_7_Segment_Display_Driver
export DESIGN_NICKNAME = Multi_Digit_7_Segment_Display_Driver
export VERILOG_FILES = /design/flow/design.v
export SDC_FILE = /design/flow/constraint.sdc
export NUM_CORES = 4
export LEC_CHECK = 1
export CORE_AREA = 10 10 84 84
export DIE_AREA = 0 0 94 94
==> /design/flow/constraint.sdc <==
current_design Multi_Digit_7_Segment_Display_Driver

set clk_period 2.5
set clk_io_pct 0.2

create_clock -name clk0 -period $clk_period [get_ports {clk}]

set non_clock_inputs [all_inputs -no_clocks]
set_input_delay [expr $clk_period * $clk_io_pct] -clock clk0 $non_clock_inputs
set_output_delay [expr $clk_period * $clk_io_pct] -clock clk0 [all_outputs]
==> metrics.cfg <==
[run_status]
outcome=finished clean

[placement]
place_hpwl_um=1620
port_buffers=27
gp_congestion=0.775
dp_worst_setup_slack_ps=553

[synthesis]
synthTopCellsByArea=edfxtp_1, dfxtp_1, dlxtn_1
syn_area_per_cell_sq_um=10.1
syn_inst=101
synthDistinctLibCells=28
ys_cells=101
ys_chip_area_sq_um=1020
netlist_area_sq_um=1020
yosysWarnings=2
yosysTopAreaCell=edfxtp_1
ys.flops=25
yosys.area.top_type_share=0.235

[sta]
unclocked_regs=7
maxSlewHeadroom=0.673
tightestPinTransition_ps=486
setup_viol=0
hold_violations=0
untimed_endpoints=14
drv_slew=0
fin_hold_ws_ps=399
min_period_over_period=0.769
setup_tns_ps=0
rsz0062_at_grt=no
clock_skew_ps=6.52
worst_slack_ps=577
fmax_ghz=0.520
final.min_clock_period_ps=1920

[floorplan]
fp.dieH_um=94
dieArea_sq_um=8840
fp.dieW_um=94
core_area_sq_um=5200
placementRows=26
io_pins=28
initCoreUtil=0.196

[setup_path]
cp_num_buf_inv=0
cp.required_ps=2410
max_stage_delay_ps=480
critPathCaptureType=register
crit_family=simple AND/OR/NAND/NOR gates
arrival_ps=1830
cp-start-kind=register
path_cells=ha_1 > nand2_1 > nor4_2 > a21boi_1
critPathKind=register to register
critPathMaxFanout=5
cp_slowest_cell=nor4_2

[pwr]
power.density_nw_per_um2=378
switching_share=0.172
irDropWorstVdd_v=0.000368
intPower_mw=0.439
p_leak_nw=0.515
p_clk_frac=0.378
p_seq_frac=0.574
p_switching_mw=0.0914
power_frac_comb=0.048

[drt]
wl_per_cell_um=10.6
n_antenna_cell=0
first_pass_iters=4
drt-total-wl_um=2090
num_vias=775
drtIter0Drc=28
route.detailed.drc=0
routed_via_density=3.93
ant_nets=0

[min_path]
hp-class=register to register

[clocking]
insertion_delay_ps=250
cts_buffers=3
ctsResizeCount=0
htreeDepth=1
postCtsSetupRepairBufs=0
cts_root_buf=clkbuf_8
path_clk_slew_ps=70
clk_path_buf_depth=2
hold_buffers=0
tritoncts=yes

[grt]
grt_overflow=0
grt_pass1_vias=727
grt_max_degree=15
grt_antenna_before_repair=0
grtUsageTotal=0.0471
grt_pass1_wl_um=3500

[flow_run]
drv_cap=0
tool_warnings=25

[finish]
area_growth_syn_to_layout_pct=37.5
drive_gt1_frac=0.0472
fillCellCount=556

cell type report:
class	instances	area, sq um	share of cell area
inverter	7	26.3	0.0187
multi-input combinational	64	430	0.306
timing repair buffer	27	270	0.192
sequential	25	546	0.388
tap	70	87.6	0.0623
clock buffer	4	45.0	0.0321
cells in the mapped netlist:
cell / instances
dfxtp_1: 10
a21oi_1: 8
edfxtp_1: 8
nand3b_1: 8
dlxtn_1: 7
inv_1: 6
nand2_1: 6
xor2_1: 6
nand3_1: 5
nor2_1: 5
xnor2_1: 5
a221o_1: 4
clkbuf_1: 4
nor3_1: 4
and3_1: 2
a211o_1: 1
a21boi_1: 1
buf_2: 1
ha_1: 1
inv_2: 1
maj3_1: 1
mux2i_1: 1
nand4_1: 1
nor3_2: 1
nor4_1: 1
nor4_2: 1
o21ai_0: 1
o22ai_1: 1
sequential cells by signal, summed over array words and instances, names as in the netlist:
name	cells
Anode.g_count	10
Cathode.seg	7
Anode.bcd_val	4
Anode.seg_anode	4
through the flow:
stage	util	instances	total power, mW	area, sq um
2_1_floorplan	-	101	0.311	1020
3_3_place_gp	0.261	193	0.336	1360
3_5_place_dp	0.261	193	0.337	1360
4_1_cts	0.270	197	0.538	1410
5_1_grt	0.270	197	0.555	1410
6_report	0.270	197	0.530	1410
final timing paths:
kind | slack (ps) | endpoint | cells after the start | startpoint
hold / removal | 400 | Anode.g_count[0]$_DFF_P_ | 1 | Anode.g_count[0]$_DFF_P_
setup / recovery | 580 | Anode.bcd_val[1]$_DFFE_PP_ | 4 | Anode.g_count[0]$_DFF_P_
hold reg to reg | 400 | Anode.g_count[0]$_DFF_P_ | 1 | Anode.g_count[0]$_DFF_P_
setup reg to reg | 580 | Anode.bcd_val[1]$_DFFE_PP_ | 4 | Anode.g_count[0]$_DFF_P_
worst reg2reg max path, cell delays in order (launching register included):
cell      delay, ps
dfxtp_1         350
ha_1            210
nand2_1         110
nor4_2          480
a21boi_1        440
routing by layer:
metal,track usage,share of wire
met1,0.0612,0.45
met2,0.0749,0.45
met3,0.0178,0.091
met4,0.00633,0.010
met5,0,0
cells by family after synthesis:
| kind of cell | synth area share |
|---|---|
| simple gates | 0.190 |
| flops | 0.431 |
| compound gates | 0.105 |
| buf+inv | 0.0453 |
| xor+xnor | 0.0942 |
| latches | 0.103 |
| fa+ha+maj | 0.0220 |
| mux | 0.00979 |
layout by cell type (no fill, tap or decap):
| master | netlist | final |
|---|---|---|
| edfxtp_1 | 8 | 8 |
| a21boi_1 | 1 | 1 |
| nand4_1 | 1 | 1 |
| nand3_1 | 5 | 5 |
| ha_1 | 1 | 1 |
| a221o_1 | 4 | 4 |
| nor4_1 | 1 | 1 |
| nand3b_1 | 8 | 8 |
| dlxtn_1 | 7 | 7 |
| o22ai_1 | 1 | 1 |
| clkbuf_8 | 0 | 3 |
| maj3_1 | 1 | 1 |
| and3_1 | 2 | 2 |
| nor4_2 | 1 | 1 |
| xor2_1 | 6 | 6 |
| nand2_1 | 6 | 6 |
| mux2i_1 | 1 | 1 |
| dfxtp_1 | 10 | 10 |
| nor3_1 | 4 | 4 |
| inv_2 | 1 | 1 |
| nor3_2 | 1 | 1 |
| clkbuf_1 | 4 | 1 |
| xnor2_1 | 5 | 5 |
| inv_1 | 6 | 6 |
| nor2_1 | 5 | 5 |
| a21oi_1 | 8 | 8 |
| clkdlybuf4s50_1 | 0 | 27 |
| o21ai_0 | 1 | 1 |
| a211o_1 | 1 | 1 |
power groups by stage:
stage | clock network [mW] | registers [mW] | logic, mW
final | 0.201 | 0.305 | 0.0252
after global routing | 0.224 | 0.304 | 0.0269
after CTS | 0.208 | 0.304 | 0.0256
No activity file was given, so power comes from the tool's default toggle rates.
